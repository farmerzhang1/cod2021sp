--- design/flow/constraint.sdc ---
current_design PDU

set clk_period 7.3
set clk_io_pct 0.2

create_clock -name clk0 -period $clk_period [get_ports {clk}]

set non_clock_inputs [all_inputs -no_clocks]
set_input_delay [expr $clk_period * $clk_io_pct] -clock clk0 $non_clock_inputs
set_output_delay [expr $clk_period * $clk_io_pct] -clock clk0 [all_outputs]
--- design/flow/design.v ---
module  PDU(
  input clk,
  input rst,
  input run,
  input step,
  output clk_cpu,
  input valid,
  input [4:0] in,
  output [1:0] check,   
  output [4:0] out0,     
  output [2:0] an,      
  output [3:0] seg,
  output ready,           
  input [7:0] io_addr,
  input [31:0] io_dout,
  input io_we,
  output [31:0] io_din,
  output reg[7:0] m_rf_addr,
  input [31:0] rf_data,
  input [31:0] m_data,
  input [31:0] pcin, pc, pcd, pce,
  input [31:0] ir, imm, mdr,
  input [31:0] a, b, y, bm, yw,
  input [4:0]  rd, rdm, rdw,
  input [31:0] ctrl, ctrlm, ctrlw
);
reg [4:0] in_r, in_2r;     
reg run_r, step_r, step_2r, valid_r, valid_2r;
wire step_p, valid_pn;     
wire pre_pn,next_pn;       
reg clk_cpu_r;       
reg [4:0] out0_r;    
reg [31:0] out1_r;
reg ready_r;
reg [19:0] cnt;      
reg [1:0] check_r;   
reg [7:0] io_din_a;  
reg [4:0] out0_a;
reg [31:0] out1_a;
reg [3:0] seg_a;
reg [4:0] cnt_m_rf;      
reg [1:0] cnt_ah_plr;    
reg [2:0] cnt_al_plr;    
wire [4:0] addr_plr ;
reg [31:0] plr_data;
assign clk_cpu = clk_cpu_r;
assign io_din = io_din_a;
assign check = check_r;
assign out0 = out0_a;
assign ready = ready_r;
assign seg = seg_a;
assign an = cnt[19:17];
assign step_p = step_r & ~step_2r;      
assign valid_pn = valid_r ^ valid_2r;   
assign pre_pn =in_r[1] ^in_2r[1];       
assign next_pn =in_r[0] ^in_2r[0];      
always @(posedge clk) begin
  run_r <= run;
  step_r <= step;
  step_2r <= step_r;
  valid_r <= valid;
  valid_2r <= valid_r;
  in_r <= in;
  in_2r <= in_r;     		 
end
always @(posedge clk, posedge rst) begin
  if(rst)
    clk_cpu_r <= 0;
  else if (run_r)
    clk_cpu_r <= ~clk_cpu_r;
  else
    clk_cpu_r <= step_p;
end
always @* begin
  case (io_addr)
    8'h0c: io_din_a = {{27{1'b0}}, in_r};
    8'h10: io_din_a = {{31{1'b0}}, valid_r};
    default: io_din_a = 32'h0000_0000;
  endcase
end
always @(posedge clk, posedge rst) begin
if (rst) begin
  out0_r <= 5'h1f;
  out1_r <= 32'h1234_5678;
  ready_r <= 1'b1;
end
else if (io_we)
  case (io_addr)
    8'h00: out0_r <= io_dout[4:0];
    8'h04: ready_r <= io_dout[0];
    8'h08: out1_r <= io_dout;
    default: ;
  endcase
end
always @(posedge clk, posedge rst) begin
  if (rst) cnt_m_rf <= 5'b0_0000;
  else if (step_p)
	cnt_m_rf <= 5'b0_0000;
  else if (next_pn)
	cnt_m_rf <= cnt_m_rf + 5'b0_0001;
  else if (pre_pn)
	cnt_m_rf <= cnt_m_rf - 5'b0_0001;
end
always @(posedge clk, posedge rst) begin
  if (rst) cnt_ah_plr <= 2'b00;
  else if (step_p)
    cnt_ah_plr <= 2'b00;
  else if (pre_pn)
	cnt_ah_plr <= cnt_ah_plr + 2'b01;
end
always @(posedge clk, posedge rst) begin
  if (rst) cnt_al_plr <= 3'b000;
  else if (step_p)
	cnt_al_plr <= 3'b000;
  else if (next_pn)
	if (cnt_ah_plr==2'b01)
		if (cnt_al_plr == 3'b101)
			cnt_al_plr <= 3'b000;
		else cnt_al_plr <= cnt_al_plr + 3'b001;
	else begin
		cnt_al_plr [2] = 1'b0;
		cnt_al_plr [1:0] <= cnt_al_plr[1:0] + 2'b01;
	end
end
assign  addr_plr = {cnt_ah_plr,cnt_al_plr};   
always @(*) begin
  case (check_r[1])
    1'b0:
	  m_rf_addr = {3'b000,cnt_m_rf};
    1'b1:
	  m_rf_addr = {in_r[4:2],cnt_m_rf};
  endcase
end
always @(*)begin
  case (cnt_ah_plr)
  2'b00:
      case (cnt_al_plr[1:0])
      2'b00: plr_data = pc;
      2'b01: plr_data = pcd;
      2'b10: plr_data = ir;
      2'b11: plr_data = pcin;
      endcase
   2'b01:
   begin
      case (cnt_al_plr)
      3'b000: plr_data = pce;
      3'b001: plr_data = a;
      3'b010: plr_data = b;
      3'b011: plr_data = imm;
      3'b100: plr_data = {{27{1'b0}},rd};
      3'b101: plr_data = ctrl;
      default: plr_data = pce;
      endcase
    end
    2'b10:
      case (cnt_al_plr[1:0])
      2'b00: plr_data = y;
      2'b01: plr_data = bm;
      2'b10: plr_data = {{27{1'b0}},rdm};
      2'b11: plr_data = ctrlm;
      endcase
    2'b11:
      case (cnt_al_plr[1:0])
      2'b00: plr_data = yw;
      2'b01: plr_data = mdr;
      2'b10: plr_data = {{27{1'b0}},rdw};
      2'b11: plr_data = ctrlw;
      endcase
    endcase
end
always @(posedge clk, posedge rst) begin
if(rst)
    check_r <= 2'b00;
  else if(run_r)
    check_r <= 2'b00;
  else if (step_p)
    check_r <= 2'b00;
  else if (valid_pn)
    check_r <= check - 2'b01;
end
always @(*)begin
  case (check_r)
    2'b00: begin
      out0_a = out0_r;
      out1_a = out1_r;
    end
    2'b01: begin
      out0_a = cnt_m_rf;
      out1_a = rf_data;
    end
    2'b10: begin
      out0_a = cnt_m_rf;
      out1_a = m_data;
    end
    2'b11: begin
      out0_a = addr_plr;
      out1_a = plr_data;                 
    end
  endcase
end
always @(posedge clk, posedge rst) begin
  if (rst) cnt <= 20'h0_0000;
  else cnt <= cnt + 20'h0_0001;
end
always @* begin
  case (an)
    3'd0: seg_a = out1_a[3:0];
    3'd1: seg_a = out1_a[7:4];
    3'd2: seg_a = out1_a[11:8];
    3'd3: seg_a = out1_a[15:12];
    3'd4: seg_a = out1_a[19:16];
    3'd5: seg_a = out1_a[23:20];
    3'd6: seg_a = out1_a[27:24];
    3'd7: seg_a = out1_a[31:28];
    default: ;
  endcase
end
endmodule
--- design/flow/config.mk ---
export PLATFORM = sky130hd
export DESIGN_NAME = PDU
export DESIGN_NICKNAME = PDU
export VERILOG_FILES = /design/flow/design.v
export SDC_FILE = /design/flow/constraint.sdc
export NUM_CORES = 4
export LEC_CHECK = 1
export CORE_AREA = 10 10 260 260
export DIE_AREA = 0 0 270 270
--- design/flow/run.sh ---
#!/bin/bash
# OpenROAD 26Q1-2900-gdf79404cd8, Yosys 0.63+post, stock flow scripts
make -C /OpenROAD-flow-scripts/flow DESIGN_CONFIG=/design/flow/config.mk WORK_HOME=/design/flow/orfs finish
==> summary.log <==
qor: outcome.outcome finished clean
qor: logic_synthesis.synthDominantAreaCellType sky130_fd_sc_hd__dfrtp_1
qor: logic_synthesis.synth.yosys.warnings 1
qor: floorplanning.io-pin-count 666
qor: setup_path.worst-path-buf-inv 4
qor: setup_path.timing_worst_setup_path_type reg -> out
qor: logic_synthesis.post_synth_num_cell_types 64
qor: power.leakage 5.689 nW
qor: logic_synthesis.synth.ff_latch_count 83
qor: setup_path.timing.critical_path.slowest_stage_cell sky130_fd_sc_hd__nor4_1
qor: sta.maxSlewHeadroom 29.45%
qor: logic_synthesis.register_share_after_synthesis 24.50%
qor: logic_synthesis.synth_area 0.008328 mm2
qor: floorplanning.chip_area 0.07290 mm2
qor: run.number_of_warning_messages_in_the_logs 35
qor: clock_tree.cts.sink_count 83
qor: layout.logic_area 0.005664 mm2
qor: setup_path.ordered_cell_list_for_the_critical_path inv_1, ha_2, buf_4, nor2b_4, buf_4, a31oi_1, o21ai_0, o22ai_1, nor4_1, a32oi_1, clkdlybuf4s50_1
qor: sta.finalSetupViolations 0
qor: layout.layout.filler_cells 6622
qor: power.ir_drop 0.1214 mV
qor: sta.period_utilization_post_route 90.82%
qor: logic_synthesis.postSynthAreaPerCell 8.054 um2
qor: setup_path.max_fanout_on_critical_path 23
qor: logic_synthesis.yosysMostFrequentCell sky130_fd_sc_hd__o21ai_0
qor: setup_path.cp-end-kind primary output
qor: detailed_routing.postRouteWirelength 78520 um
qor: sta.fin_tns_setup 0 ns
qor: global_routing.met3_usage 8.126%
qor: sta.layout_setup_ws 0.6702 ns
qor: global_routing.grt-ovfl-total 0
qor: detailed_routing.via_per_inst 4.676
qor: clock_tree.cts_htree_levels 3
qor: global_routing.grtUsageTotal 20.80%
qor: detailed_routing.vias 11600
qor: layout.flop_area 0.002042 mm2
qor: setup_path.worst_ep_arrival_time 5.17 ns
qor: sta.max_freq 150.8 MHz
qor: global_routing.groute.layer.met2.usage 34.17%
qor: setup_path.cp.required 5.84 ns
qor: sta.setup_repair_after_global_routing_missed_its_margin no
qor: layout.final_cell_count_no_fill 2480
qor: sta.timing_hold_violations_final 0
qor: logic_synthesis.synth.top_cells.by_area sky130_fd_sc_hd__dfrtp_1, sky130_fd_sc_hd__mux2_2, sky130_fd_sc_hd__o21ai_0
qor: sta.clock_skew 0.006940 ns
qor: sta.min_period 6.630 ns
qor: floorplanning.core.rowCount 91
qor: global_routing.first_global_vias 11910
qor: setup_path.setup.worst_path.start_class flop
qor: global_routing.global_route.peak_usage_layer met2
qor: logic_synthesis.common_cells sky130_fd_sc_hd__o21ai_0, sky130_fd_sc_hd__nand2_1, sky130_fd_sc_hd__clkbuf_1, sky130_fd_sc_hd__a22oi_1, sky130_fd_sc_hd__a221oi_1
qor: logic_synthesis.ys_chip_area 0.008328 mm2
qor: setup_path.critical-path-max-stage-delay 0.82 ns
qor: floorplanning.fp-utilization 13.47%
qor: logic_synthesis.postSynthCellCount 1034
qor: detailed_routing.drt-initial-drc-count 979
qor: setup_path.path_delay_family buffers and inverters
qor: global_routing.grt_antenna_before_repair 42
qor: floorplanning.core 0.06183 mm2
qor: global_routing.grt_first_pass_wirelength 103500 um
qor: power.areal_power_density_over_the_cells 184.6 mW/mm2
qor: sta.hold_slack 0.3498 ns
qor: placed_design.dp_slack 0.7260 ns
qor: sta.drv_slew 0
qor: detailed_routing.drt-wirelength-per-cell 31.66 um
qor: clock_tree.post_cts.repair.setup_buffers 0
qor: setup_path.crit_start cnt_ah_plr[0]
qor: sta.max_slew.worst_pin.slew 1.049 ns
qor: global_routing.grt.met1_usage 25.93%
qor: setup_path.reg2reg_setup_slack 5.18 ns
qor: clock_tree.cts_made_buffers 9
qor: setup_path.timing.critical_path.depth 11
qor: clock_tree.clk_latency 0.36 ns
qor: clock_tree.ctsHoldBuffers 0
qor: logic_synthesis.async_reset_ff_share 85.54%
qor: setup_path.reg2reg_from cnt_al_plr[1]
qor: placed_design.port_buffer_count 638
qor: floorplanning.die_width 270 um
qor: detailed_routing.route.detailed.drc 0
qor: layout.area_growth_syn_to_layout 91.48%
qor: detailed_routing.final_antenna_net_count 0
qor: logic_synthesis.count_of_flip_flops_with_a_built_in_enable_after_synthesis 0
qor: layout.final_layout_size_suffix_gt1_share 9.052%
qor: clock_tree.cts_tree yes
qor: clock_tree.clockRootBuffer sky130_fd_sc_hd__clkbuf_16
qor: global_routing.grt_start_max_net_pins 71
qor: floorplanning.die_y 270 um
qor: placed_design.placed_cells_incl_taps 2445
qor: clock_tree.max-clock-path-buffers 2
qor: run.max-cap-violations 0
qor: logic_synthesis.ff_type sky130_fd_sc_hd__dfrtp_1
qor: setup_path.reg2reg_depth 7
qor: detailed_routing.drt_pass1_iterations 9
qor: placed_design.dp.final_hpwl 67160 um
qor: setup_path.critPathCapture seg[2]
qor: logic_synthesis.yosys-stat-cells 1034
qor: placed_design.gpl.final_weighted_congestion 0.9295
qor: logic_synthesis.top_area_share 15.63%
qor: clock_tree.cts-resized-gates 0
qor: clock_tree.clk_transition_reported_paths 0.07 ns
qor: min_path.holdCritPathClass reg -> reg
qor: setup_path.timing.critical_path.mode_cell sky130_fd_sc_hd__buf_4
qor: setup_path.regToRegEndpoint cnt_al_plr[1]
-- kinds of logic (layout without fill, tap and decap cells) --
logic type | count (synthesis) | after routing | synth area share (%)
other | 1 | 46 | 0.04503
adders and majority gates | 19 | 19 | 2.945
buffers and inverters | 174 | 738 | 9.555
muxes | 67 | 67 | 8.999
xor gates and xnor gates | 27 | 27 | 2.839
AOI/OAI and AO/OA | 451 | 451 | 39.71
DFF | 83 | 83 | 24.50
and+or+nand+nor | 212 | 212 | 11.40
-- power by group --
| part | switching, mW | total (mW) | internal, mW |
|---|---|---|---|
| Clock | 0.205 | 0.470 | 0.265 |
| Sequential | 0.0427 | 0.540 | 0.498 |
| Combinational | 1.17 | 1.93 | 0.765 |
-- cell type report --
class,instances,share of cell area [%]
multi-input combinational,803,35.52
tap,837,6.567
antenna,19,0.2982
clock buffer,11,1.459
inverter,42,0.9886
clock inverter,5,0.3374
sequential,83,12.81
timing repair buffer,680,42.02
-- how the worst min path moves through the flow --
stage       from  slack, ns  endpoint  cells after the start
4_1_cts   step_r       0.36   step_2r                      0
5_1_grt   step_r       0.38   step_2r                      0
6_report  step_r       0.35   step_2r                      0
-- per-stage QoR --
stage          util [%]  cell area [um2]  power [mW]
6_report          25.79            15950       2.944
5_1_grt           25.75            15920       3.118
3_3_place_gp      25.25            15610       2.505
4_1_cts           25.72            15900       2.999
2_1_floorplan         -             8426       1.371
3_5_place_dp      25.25            15610       2.510
-- layout by cell type (no fill, tap or decap), types with 7 or more instances in the layout --
| cell | n |
|---|---|
| sky130_fd_sc_hd__dfrtp_1 | 51 |
| sky130_fd_sc_hd__buf_4 | 42 |
| sky130_fd_sc_hd__ha_1 | 8 |
| sky130_fd_sc_hd__o22ai_1 | 10 |
| sky130_fd_sc_hd__mux2_2 | 53 |
| sky130_fd_sc_hd__o21ai_0 | 112 |
| sky130_fd_sc_hd__o211ai_1 | 13 |
| sky130_fd_sc_hd__a21oi_1 | 34 |
| sky130_fd_sc_hd__dfstp_2 | 19 |
| sky130_fd_sc_hd__and2_1 | 10 |
| sky130_fd_sc_hd__mux2_1 | 10 |
| sky130_fd_sc_hd__diode_2 | 19 |
| sky130_fd_sc_hd__a221oi_1 | 56 |
| sky130_fd_sc_hd__inv_1 | 40 |
| sky130_fd_sc_hd__a31oi_1 | 20 |
| sky130_fd_sc_hd__ha_2 | 7 |
| sky130_fd_sc_hd__a22oi_1 | 58 |
| sky130_fd_sc_hd__o221ai_1 | 15 |
| sky130_fd_sc_hd__a221o_1 | 29 |
| sky130_fd_sc_hd__nor2_1 | 54 |
| sky130_fd_sc_hd__dfxtp_1 | 12 |
| sky130_fd_sc_hd__nor3_1 | 7 |
| sky130_fd_sc_hd__xor2_1 | 10 |
| sky130_fd_sc_hd__conb_1 | 27 |
| sky130_fd_sc_hd__clkbuf_16 | 9 |
| sky130_fd_sc_hd__a222oi_1 | 44 |
| sky130_fd_sc_hd__nand2_1 | 90 |
| sky130_fd_sc_hd__xnor2_1 | 17 |
| sky130_fd_sc_hd__a2111oi_0 | 8 |
| sky130_fd_sc_hd__nand3_1 | 21 |
| sky130_fd_sc_hd__clkdlybuf4s50_1 | 638 |
-- layer usage --
metal  vias to the layer above  part of all wire [%]
met3                        85                   9.8
li1                       5226                     -
met5                         -                  0.25
met2                       646                    47
met4                        28                   1.6
met1                      5612                    41
-- worst register-to-register path: cells and delay by family (launching register included) --
kind | cells | cell delay, ns
AND-OR/OR-AND | 2 | 0.36
adder cells (fa/ha/maj) | 1 | 0.33
buffers and inverters | 2 | 0.65
flip-flops | 1 | 0.47
multiplexers | 1 | 0.16
AND/OR/NAND/NOR | 1 | 0.09
-- registers in the layout, summed over array words and instances, names as in the netlist --
register    flops
check_r         2
step_2r         1
valid_r         1
cnt            20
step_r          1
in_2r           2
cnt_m_rf        5
out0_r          5
valid_2r        1
clk_cpu_r       1
cnt_ah_plr      2
ready_r         1
run_r           1
cnt_al_plr      3
out1_r         32
in_r            5
Power figures rest on the tool's default switching activity, not on a simulated workload.
