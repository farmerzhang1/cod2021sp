==> flow/design.v <==
module ALU(
  input         clock,
  input         reset,
  input  [31:0] io_a,
  input  [31:0] io_b,
  input  [2:0]  io_op,
  output [31:0] io_res,
  output        io_z
);
  wire [31:0] _io_res_T_1 = io_a + io_b;  
  wire [31:0] _io_res_T_3 = io_a - io_b;  
  wire [31:0] _io_res_T_4 = io_a & io_b;  
  wire [31:0] _io_res_T_5 = io_a | io_b;  
  wire [31:0] _io_res_T_6 = io_a ^ io_b;  
  wire [31:0] _io_res_T_8 = 3'h0 == io_op ? _io_res_T_1 : 32'h0;  
  wire [31:0] _io_res_T_10 = 3'h1 == io_op ? _io_res_T_3 : _io_res_T_8;  
  wire [31:0] _io_res_T_12 = 3'h2 == io_op ? _io_res_T_4 : _io_res_T_10;  
  wire [31:0] _io_res_T_14 = 3'h3 == io_op ? _io_res_T_5 : _io_res_T_12;  
  assign io_res = 3'h4 == io_op ? _io_res_T_6 : _io_res_T_14;  
  assign io_z = io_res == 32'h0;  
endmodule
==> flow/run.sh <==
#!/bin/bash
# OpenROAD 26Q1-2900-gdf79404cd8, Yosys 0.63+post, stock flow scripts
make -C /OpenROAD-flow-scripts/flow DESIGN_CONFIG=/design/flow/config.mk WORK_HOME=/design/flow/orfs finish
==> flow/config.mk <==
export PLATFORM = sky130hd
export DESIGN_NAME = ALU
export DESIGN_NICKNAME = ALU
export VERILOG_FILES = /design/flow/design.v
export SDC_FILE = /design/flow/constraint.sdc
export NUM_CORES = 4
export LEC_CHECK = 1
export CORE_UTILIZATION = 50
==> flow/constraint.sdc <==
current_design ALU

set clk_period 16.3
set clk_io_pct 0.2

create_clock -name clk0 -period $clk_period

set non_clock_inputs [all_inputs -no_clocks]
set_input_delay [expr $clk_period * $clk_io_pct] -clock clk0 $non_clock_inputs
set_output_delay [expr $clk_period * $clk_io_pct] -clock clk0 [all_outputs]
==> flow_summary.json <==
{
  "avgRoutedWirePerCell_um": 19.8,
  "grt_max_degree": 65,
  "crit_start": "io_a[11]",
  "synth_top_area_share_pct": 23.0,
  "dieHeight_um": 110,
  "hold_buffers": 0,
  "io_buffers": 100,
  "drt_pass1_iterations": 5,
  "outcome": "finished, final reports clean",
  "power.total_mw": 0.246,
  "drive_gt1_share_pct": 3.52,
  "grt_usage_pct": 36.7,
  "endpoint": "io_z",
  "max-slew-margin-rel_pct": 39.4,
  "area_growth_syn_to_layout_pct": 17.2,
  "ys_area_um2": 5870,
  "antenna_found_initial": 0,
  "maxSlewViolCount": 0,
  "post-cts-setup-buffers": 0,
  "fin_area_um2": 6890,
  "pwr_density_cell_nw_per_um2": 35.7,
  "top_area_cell": "ha_1",
  "placed_area_um2": 6890,
  "cp-start-kind": "primary input",
  "nFillCells": 1008,
  "ys_cells": 911,
  "yosys_warnings": 0,
  "worstMarginPinSlew_ps": 898,
  "final-comb-area_um2": 5290,
  "crit_path_max_fanout": 14,
  "seq_area_um2": 0,
  "gp_congestion": 0.977,
  "insertedDiodeCount": 0,
  "drc": 0,
  "setup_viol": 0,
  "min_period_over_period_pct": 74.6,
  "fin_ws_ps": 4140,
  "ios": 102,
  "cp_data_required_time_ps": 13040,
  "rows": 39,
  "hold_violations": 0,
  "seq_cell_count": 0,
  "cp_data_arrival_time_ps": 8900,
  "drt-initial-drc-count": 716,
  "vdd.ir_drop.worst_mv": 0.0247,
  "synth.most_common_cell": "ha_1",
  "synth_area_per_cell_um2": 6.45,
  "grt_overflow_total": 0,
  "syn_area_um2": 5870,
  "ys_seq_share_pct": 0,
  "netlist-cell-type-count": 84,
  "synth_cells": 911,
  "first_global_vias": 6266,
  "setup_tns_ps": 0,
  "crit_type": "primary input to output pin",
  "max_freq_ghz": 0.0822,
  "fp_util_pct": 51.4,
  "n_clock_buffer": 0,
  "drt-total-wl_mm": 22.0,
  "die_w_um": 110,
  "yosys-top-cells-area": "ha_1, a21oi_1, inv_1",
  "vias": 7163,
  "grt_pass1_wl_mm": 33.5,
  "hold_class": "primary input to output pin",
  "leakage_nw": 3.06,
  "warnings": 111,
  "rsz0062_at_grt": "false",
  "period_minus_slack_ps": 12160,
  "dieArea_um2": 12200,
  "cts_resized": 0,
  "vias_per_cell": 6.46,
  "dp_hpwl_mm": 17.4,
  "top_cells_by_count": "ha_1, a21oi_1, inv_1",
  "max_cap_viol_count": 0,
  "core_um2": 11400,
  "ant_nets": 0,
  "end_kind": "output pin",
  "place_worst_setup_slack_ps": 4290
}
[worst max-delay path, cell delays in order]
cell,delay [ps]
clkdlybuf4s50_1,540
inv_1,60
ha_1,500
a21oi_1,520
o21ai_0,180
and3_1,240
nor4_1,680
a2111oi_2,230
mux2_2,300
o211ai_2,100
or4b_1,570
or4_1,530
or4_1,430
nor4_2,240
clkdlybuf4s50_1,510
[worst min-delay path by stage]
stage | to | slack (ps) | start | cells past startpoint
after CTS | io_res[2] | 7740 | io_op[0] | 5
after global routing | io_res[2] | 7780 | io_op[0] | 5
final | io_res[2] | 7740 | io_op[0] | 5
[cells by family (layout without fill, tap and decap cells)]
kind of cell    count (synthesis)  count (layout)  synth area share, %
compound gates                316             316                 36.3
simple gates                  309             309                 25.9
buf+inv                       151             205                 9.99
fa+ha+maj                     110             110                 23.7
mux                            14              14                 2.43
xor+xnor                       11              11                 1.64
[power breakdown]
part           internal, mW  switching (mW)  leakage, nW
logic                 0.102           0.144         3.06
registers                 0               0            0
clock network             0               0            0
[final cells by class]
cell class | instances | share of cell area [%]
tap | 143 | 2.60
inverter | 97 | 5.29
multi-input combinational | 760 | 76.8
timing repair buffer | 108 | 15.3
[cells in the final DEF, fill, tap and decap left out, types with 14 or more instances in the layout]
cell type / synthesis / final
a21oi_1: 95 / 95
a31oi_1: 14 / 14
ha_1: 108 / 108
o211ai_1: 14 / 14
nand3_1: 19 / 19
nor3_1: 19 / 19
nand2_1: 78 / 78
nor2_1: 88 / 88
inv_1: 94 / 94
o21ai_0: 57 / 57
clkdlybuf4s50_1: 0 / 99
[stage by stage]
stage,instances,util [%],hold WS (ps)
2_1_floorplan,911,-,6750
3_3_place_gp,1108,60.3,7720
3_5_place_dp,1108,60.3,7740
4_1_cts,1108,60.3,7740
5_1_grt,1108,60.3,7780
6_report,1108,60.3,7740
[per-layer routing]
metal  GRT usage (%)  vias to the layer above  routed length, µm
met3            7.85                       35               2470
met2            50.8                      397               8620
li1                -                     3419                  -
met5               0                        -                  0
met4            6.30                        0                403
met1            57.8                     3312              10500
Power figures rest on the tool's default switching activity, not on a simulated workload.
